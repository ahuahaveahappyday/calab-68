File: flow/design.v
module d_regfile(
	input wire         clk,
    input wire         resetn,
	input wire [  7:0] addr,
	input wire         wen,
	input wire         wdata,
	output wire        rdata
);
	reg  [255 : 0] array;
	always @(posedge clk)
	begin
        if(~resetn)
            array <= 256'b0;
		else if(wen)
			array[addr] <= wdata;
	end
assign rdata = array[addr];
endmodule
module cache(
    input wire          clk,
    input wire          resetn,
    input wire          valid,
    input wire          op,
    input wire [7:0]    index,
    input wire [19:0]   tag,
    input wire [3:0]    offset,
    input wire [3:0]    wstrb,
    input wire [31:0]   wdata,
    output wire         addr_ok,
    output wire         data_ok,
    output wire [31:0]  rdata,
    output wire         rd_req,
    output wire [2:0]   rd_type,
    output wire [31:0]  rd_addr,
    input wire          rd_rdy,
    input wire          ret_valid,
    input wire          ret_last,
    input wire [31:0]   ret_data,
    output wire         wr_req,
    output wire [2:0]   wr_type,
    output wire [31:0]  wr_addr,
    output wire [3:0]   wr_wstrb,
    output wire [127:0] wr_data,
    input wire          wr_rdy
);
    parameter IDLE 		= 5'b00001;
    parameter LOOKUP 	= 5'b00010;
    parameter MISS 		= 5'b00100;
    parameter REPLACE 	= 5'b01000;
    parameter REFILL 	= 5'b10000; 
    parameter WR_IDLE   = 2'b01;
    parameter WR_WRITE  = 2'b10;
    reg [4:0] main_current_state;
    reg [4:0] main_next_state;
    reg [1:0] wr_current_state;
    reg [1:0] wr_next_state;
    reg         req_buffer_op;
    reg [7:0]   req_buffer_index;
    reg [19:0]  req_buffer_tag;
    reg [3:0]   req_buffer_offset;
    reg [3:0]   req_buffer_wstrb;
    reg [31:0]  req_buffer_wdata;
    reg  [7:0]  w_buffer_index;
    reg         w_buffer_way;
    reg  [3:0]  w_buffer_wstrb;
    reg  [31:0] w_buffer_wdata;
    reg  [1:0]  w_buffer_bank;
    wire [31:0]     way0_load_word;
    wire [31:0]     way1_load_word;
    wire [31:0]     load_hit_res;
    wire [255:0]    replace_data;
    wire            replace_way;
    wire            replace_d;
    wire            replace_v;
    reg [31:0]   load_miss_res;
    reg [1:0]    miss_buffer_cnt;
    reg          first_clk_of_replace;
    wire [3:0]  data_way0_wen[3:0];
    wire [31:0] data_way0_wdata;
    wire [31:0] way0_data [3:0];
    wire [7:0]  data_way0_index [3:0];
    wire [3:0]  data_way1_wen[3:0];
    wire [31:0] data_way1_wdata;
    wire [31:0] way1_data [3:0];
    wire [7:0]  data_way1_index [3:0];
    wire [7:0]      tagv_way0_index;
    wire            tagv_way0_wen;
    wire            way0_v;
    wire [19:0]     way0_tag;
    wire [20:0]     tagv_way0_wdata;
    wire [7:0]      tagv_way1_index;
    wire            tagv_way1_wen;
    wire            way1_v;
    wire [19:0]     way1_tag;
    wire [20:0]     tagv_way1_wdata;
    wire [7:0]      d_way0_index;
    wire            d_way0_wen;
    wire            d_way0_wdata;
    wire            way0_d;
    wire [7:0]      d_way1_index;
    wire            d_way1_wen;
    wire            d_way1_wdata;
    wire            way1_d;
    wire hit_write_conflict;
    wire cache_hit;
    assign hit_write_conflict =     (main_current_state == LOOKUP & ~op
                                        & {tag, index, offset[3:2]} == {req_buffer_tag, req_buffer_index, req_buffer_offset[3:2]})
                                    |(wr_current_state == WR_WRITE & ~op
                                        & offset[3:2] == req_buffer_offset[3:2]);
    assign addr_ok =    main_current_state == LOOKUP & cache_hit & ~hit_write_conflict
                        |main_current_state == IDLE & ~hit_write_conflict;
    assign data_ok =    (main_current_state == REFILL & ret_valid & miss_buffer_cnt == req_buffer_offset[3:2] & ~req_buffer_op)          
                        |(main_current_state == LOOKUP & (cache_hit | req_buffer_op));              
    assign rdata =      main_current_state == LOOKUP & cache_hit ? load_hit_res      
                        : ret_data;        
    always @(posedge clk) begin
        if(~resetn) begin
            main_current_state <= IDLE;
        end
        else begin
            main_current_state <= main_next_state;
        end
    end
    always @(*) begin
        case (main_current_state)
            IDLE: 
                if(valid & ~hit_write_conflict)
                    main_next_state = LOOKUP;
                else
                    main_next_state = IDLE;
            LOOKUP:
                if(cache_hit & (~valid | hit_write_conflict))
                    main_next_state = IDLE;
                else if(~cache_hit)
                    main_next_state = MISS;
                else
                    main_next_state = LOOKUP;
            MISS:
                if(~wr_rdy)
                    main_next_state = MISS;
                else
                    main_next_state = REPLACE;
            REPLACE:
                if(~rd_rdy)
                    main_next_state = REPLACE;
                else
                    main_next_state = REFILL;
            REFILL:
                if(ret_valid & ret_last)
                    main_next_state = IDLE;
                else
                    main_next_state = REFILL;
            default: 
                main_next_state = IDLE;
        endcase
    end
    always @(posedge clk) begin
        if(~resetn) begin
            wr_current_state <= IDLE;
        end
        else begin
            wr_current_state <= wr_next_state;
        end
    end
    always @(*)begin
        case (wr_current_state)
            WR_IDLE:
                if(main_current_state == LOOKUP && req_buffer_op && cache_hit)
                    wr_next_state <= WR_WRITE;
                else
                    wr_next_state <= WR_IDLE;
            WR_WRITE:
                if(main_current_state == LOOKUP && req_buffer_op && cache_hit)
                    wr_next_state <= WR_WRITE;
                else
                    wr_next_state <= WR_IDLE;
            default: 
                wr_next_state = WR_IDLE;
        endcase
    end
    genvar i;
    wire [31:0] store_res;
    wire [31:0] store_mask;
    assign store_mask = {{8{req_buffer_wstrb[3]}}, {8{req_buffer_wstrb[2]}}, {8{req_buffer_wstrb[1]}}, {8{req_buffer_wstrb[0]}}};
    assign store_res =      store_mask & req_buffer_wdata
                            | ~store_mask & ret_data; 
    assign data_way0_wdata =        wr_current_state == WR_WRITE ? w_buffer_wdata
                                    : (miss_buffer_cnt == req_buffer_offset[3:2] & req_buffer_op) ? store_res 
                                    : ret_data;
    generate
        for (i = 0; i < 4; i = i + 1)begin: data_way0
            assign data_way0_index[i] = (wr_current_state == WR_WRITE && w_buffer_bank == i) ? w_buffer_index  
                                        :(main_current_state == LOOKUP || main_current_state == IDLE) ? index    
                                        :req_buffer_index;       
            assign data_way0_wen[i] =    (wr_current_state == WR_WRITE & w_buffer_way == 0 & w_buffer_bank == i)? w_buffer_wstrb
                                        :(main_current_state == REFILL & replace_way ==0 & ret_valid & miss_buffer_cnt == i) ? 4'b1111
                                        :4'b0000;
            data_bank_ram data_way0(
                .clka   (clk),
                .wea    (data_way0_wen[i]),   
                .addra  (data_way0_index[i]),
                .dina   (data_way0_wdata),
                .douta  (way0_data[i])  
            );
        end
    endgenerate
    assign data_way1_wdata =        wr_current_state == WR_WRITE ? w_buffer_wdata
                                    : (miss_buffer_cnt == req_buffer_offset[3:2] & req_buffer_op) ? store_res 
                                    : ret_data;
    generate
        for (i = 0; i < 4; i = i + 1)begin: data_way1
            assign data_way1_index[i] = (wr_current_state == WR_WRITE && w_buffer_bank == i) ? w_buffer_index  
                                        :(main_current_state == LOOKUP || main_current_state == IDLE) ? index    
                                        :req_buffer_index;       
            assign data_way1_wen[i] =    (wr_current_state == WR_WRITE & w_buffer_way == 1 & w_buffer_bank == i) ? w_buffer_wstrb
                                        :(main_current_state == REFILL & replace_way ==1 & ret_valid & miss_buffer_cnt == i) ? 4'b1111
                                        :4'b0000;
            data_bank_ram data_way1(
                .clka   (clk),
                .wea    (data_way1_wen[i]),
                .addra  (data_way1_index[i]),
                .dina   (data_way1_wdata),
                .douta  (way1_data[i])  
            );
        end
    endgenerate
    assign tagv_way0_index =    (main_current_state == LOOKUP || main_current_state == IDLE) ? index    
                                :req_buffer_index;       
    assign tagv_way0_wen =  main_current_state == REFILL & replace_way == 0 & ret_valid & ret_last;
    assign tagv_way0_wdata = {req_buffer_tag, 1'b1};
    tagv_ram tagv_ram_way0 (
        .clka   (clk), 
        .wea    (tagv_way0_wen),
        .addra  (tagv_way0_index),
        .dina   ({tagv_way0_wdata}),
        .douta  ({way0_tag,way0_v})
    );
    assign tagv_way1_index =    (main_current_state == LOOKUP || main_current_state == IDLE) ? index    
                                :req_buffer_index;       
    assign tagv_way1_wen =      main_current_state == REFILL & replace_way == 1 & ret_valid & ret_last;
    assign tagv_way1_wdata =    {req_buffer_tag, 1'b1};
    tagv_ram tagv_ram_way1 (
        .clka   (clk),
        .wea    (tagv_way1_wen),  
        .addra  (tagv_way1_index), 
        .dina   ({tagv_way1_wdata}),
        .douta  ({way1_tag,way1_v})
    );
    assign d_way0_index =   (wr_current_state == WR_WRITE) ? w_buffer_index  
                            : req_buffer_index;      
    assign d_way0_wen =     wr_current_state == WR_WRITE & w_buffer_way == 0
                            |main_current_state == REFILL & replace_way == 0 & ret_valid & ret_last;
    assign d_way0_wdata =   wr_current_state == WR_WRITE;
    d_regfile d_way0(
        .clk        (clk),
        .resetn     (resetn),
        .addr       (d_way0_index),
        .wen        (d_way0_wen),
        .wdata      (d_way0_wdata),
        .rdata      (way0_d)
    );
    assign d_way1_index =   (wr_current_state == WR_WRITE) ? w_buffer_index  
                            : req_buffer_index;          
    assign d_way1_wen =     wr_current_state == WR_WRITE & w_buffer_way == 1
                            |main_current_state == REFILL & replace_way == 1 & ret_valid & ret_last;
    assign d_way1_wdata =   wr_current_state == WR_WRITE;
    d_regfile d_way1(
        .clk        (clk),
        .resetn     (resetn),
        .addr       (d_way1_index),
        .wen        (d_way1_wen),
        .wdata      (d_way1_wdata),
        .rdata      (way1_d)
    );
    always @(posedge clk)begin
        if(~resetn) begin
            req_buffer_op <=       1'b0;
            req_buffer_index <=    8'b0;
            req_buffer_tag <=      20'b0;
            req_buffer_offset <=   4'b0;
            req_buffer_wstrb <=    4'b0;
            req_buffer_wdata <=    32'b0;
        end
        else if(main_current_state == IDLE & valid & ~hit_write_conflict 
                | main_current_state == LOOKUP & cache_hit & valid & ~hit_write_conflict)begin       
            req_buffer_op <=       op;
            req_buffer_index <=    index;
            req_buffer_tag <=      tag;
            req_buffer_offset <=   offset;
            req_buffer_wstrb <=    wstrb;
            req_buffer_wdata <=    wdata;       
        end
    end
    wire        way0_hit;
    wire        way1_hit;
    wire [19:0] replace_tag;
    assign way0_hit = way0_v && (way0_tag == req_buffer_tag);
    assign way1_hit = way1_v && (way1_tag == req_buffer_tag);
    assign cache_hit = way0_hit || way1_hit;
    assign way0_load_word = way0_data[offset[3:2]];
    assign way1_load_word = way1_data[offset[3:2]];
    assign load_hit_res =   {32{way0_hit}} & way0_load_word
                            |{32{way1_hit}} & way1_load_word;
    assign replace_data =   replace_way ? {way1_data[3], way1_data[2], way1_data[1], way1_data[0]} 
                            :{way0_data[3], way0_data[2], way0_data[1], way0_data[0]}  ;
    assign replace_d =  replace_data ? way1_d: way0_d;
    assign replace_tag = replace_way ? way1_tag : way0_tag;
    assign replace_v =  replace_way ? way1_v : way0_v;
    always@(posedge clk)begin
        if(~resetn)begin
            load_miss_res <= 32'b0;
        end
        else if(main_current_state == REFILL & ret_valid & miss_buffer_cnt == req_buffer_offset[3:2])begin
            load_miss_res <= ret_data;
        end
    end
    always @(posedge clk)begin
        if(~resetn)begin
            miss_buffer_cnt <= 2'b0;
        end
        else if(main_current_state == REFILL & ret_valid)begin
            miss_buffer_cnt <= miss_buffer_cnt + 1;
        end
        else if(main_current_state == REFILL & ret_valid & ret_last)begin
            miss_buffer_cnt <= 2'b0;
        end
    end
    always @(posedge clk)begin
        if(~resetn)begin
            first_clk_of_replace <= 1'b0;
        end
        else if(main_current_state == MISS & wr_rdy)begin
            first_clk_of_replace <= 1'b1;
        end
        else begin
            first_clk_of_replace <= 1'b0;
        end
    end
    assign wr_req =     first_clk_of_replace & replace_d & replace_v;
    assign wr_data =    replace_data;
    assign wr_addr =    {replace_tag, req_buffer_index, 4'b0};
    assign wr_type =    3'b100;
    assign wr_wstrb =    4'b1111;
    assign rd_req =     main_current_state == REPLACE;     
    assign rd_addr =    {req_buffer_tag, req_buffer_index, 4'b0};
    assign rd_type =    3'b100;
    reg [7:0]   lfsr;
    wire feedback;
    assign feedback = lfsr[7] ^ lfsr[5] ^ lfsr[4] ^ lfsr[3];
    always @(posedge clk)begin
        if(~resetn)
            lfsr <= 8'b00000001;
        else if(main_current_state == REFILL & ret_valid & ret_last)
            lfsr <= {lfsr[6:0], feedback};
    end
    assign replace_way =    lfsr[0];
    always @(posedge clk)begin
        if(~resetn) begin
            w_buffer_index <= 8'b0;
            w_buffer_way <= 1'b0;
            w_buffer_wstrb <= 4'b0;
            w_buffer_wdata <= 32'b0;
            w_buffer_bank <= 2'b0;
        end else if(main_current_state == LOOKUP && req_buffer_op && cache_hit) begin
            w_buffer_index <= req_buffer_index;
            w_buffer_way <= way0_hit ? 0 : 1;
            w_buffer_wstrb <= req_buffer_wstrb;
            w_buffer_wdata <= req_buffer_wdata;
            w_buffer_bank <= req_buffer_offset[3:2];
        end
    end
endmodule
File: flow/run.sh
#!/bin/bash
# OpenROAD 26Q1-2900-gdf79404cd8, Yosys 0.63+post, stock flow scripts
make -C /OpenROAD-flow-scripts/flow DESIGN_CONFIG=/design/flow/config.mk WORK_HOME=/design/flow/orfs finish
File: flow/config.mk
export PLATFORM = sky130hd
export DESIGN_NAME = d_regfile
export DESIGN_NICKNAME = d_regfile
export VERILOG_FILES = /design/flow/design.v
export SDC_FILE = /design/flow/constraint.sdc
export NUM_CORES = 4
export LEC_CHECK = 1
export CORE_UTILIZATION = 50
File: flow/constraint.sdc
current_design d_regfile

set clk_period 13.4
set clk_io_pct 0.2

create_clock -name clk0 -period $clk_period [get_ports {clk}]

set non_clock_inputs [all_inputs -no_clocks]
set_input_delay [expr $clk_period * $clk_io_pct] -clock clk0 $non_clock_inputs
set_output_delay [expr $clk_period * $clk_io_pct] -clock clk0 [all_outputs]
==> flow_metrics.tcl <==
# yosys + openroad results
set metrics [dict create \
    status "finished, final reports clean" \
    post_drt_wl_per_cell_um 25.29 \
    rrSetupSlack_ns 12.67 \
    largest_register_ffs 256 \
    rsz0062_at_grt "no" \
    clock_skew_ns 0 \
    drive_above_1_share 0.1378 \
    post_cts_buffers 0 \
    vias_per_cell 6.676 \
    final.period_utilization 0.6605 \
    slew-limit-headroom 0.3748 \
    max_stage_delay_ns 0.62 \
    clock_sinks 256 \
    cpMostUsedCell "buf_4" \
    die_h_um 163.2 \
    dr.first_iter.drc_count 1056 \
    routed_wl_um 45600 \
    initCoreUtil 0.5127 \
    period_minus_slack_ns 8.850 \
    finalInstanceArea_um2 14390 \
    die_w_um 163.2 \
    syn_area_um2 12980 \
    regMostFlops "array" \
    hold_buffers 0 \
    fillers 2222 \
    hold_violations 0 \
    leakage_nw 4.893 \
    coreArea_um2 25330 \
    yosys_warnings 1 \
    cts-root-buf "clkbuf_16" \
    fmax_mhz 113.0 \
    required_ns 10.72 \
    cts_buffers 28 \
    critPathMaxFanout 38 \
    logic_area_um2 7326 \
    ys_cells 1498 \
    end_kind "primary output" \
    avgSynthCellArea_um2 8.668 \
    min_path_type "reg -> reg" \
    finalMaxSlewViolations 0 \
    worstMarginPinSlew_ns 0.9356 \
    timing.rr.end "array[99]" \
    path_clk_slew_ns 0.05 \
    ys_types 68 \
    synthCells 1498 \
    drc 0 \
    dp.cells 1753 \
    firstDrtPassIters 5 \
    worstPathArrival_ns 6.17 \
    port_buffers 12 \
    start_kind "input pin" \
    antenna_found_initial 0 \
    ir_worst_vdd_mv 0.1087 \
    cap_violations 0 \
    cts_resized 0 \
    vias 12040 \
    grt-ovfl-total 0 \
    finalNonFillerCells 1803 \
    cts_htree_levels 1 \
    worst_path_max_delay_cell "buf_4" \
    tool_warnings 28 \
    clock_latency_ns 0.54 \
    ys_seq_share 0.3947 \
    dieArea_um2 26620 \
    setup_tns_ns 0 \
    synth_chip_area_um2 12980 \
    grt_pass1_vias 11520 \
    setup_viol 0 \
    boundaryPins 13 \
    crit_chain "buf_4 -> buf_4 -> mux4_2 -> a22o_1 -> a221oi_1 -> o22ai_1 -> or4_1 -> a32o_1 -> clkdlybuf4s50_1" \
    reg.largest.list "array (256)" \
    synth-edff-count 0 \
    worst-setup-path-type "in -> out" \
    critPathLaunch "addr[0]" \
    seqCellArea_um2 5125 \
    grt_pass1_wl_um 69930 \
    async_flop_share 0 \
    place.gp.congestion 0.9788 \
    crit_path_end "rdata" \
    rr_worst_depth 2 \
    cts_tree "yes" \
    grt_max_degree 75 \
    total_power_mw 1.748 \
    p_per_area_nw_per_um2 121.4 \
    dpl_cell_area_um2 13420 \
    antenna_left 0 \
    hpwl_um 27780 \
    r2r_start "array[99]" \
    synth_flops 256 \
    n_antenna_cell 0 \
    grtUsageTotal 0.3636 \
    clock_path_buffers 3 \
    area_growth_pct 10.85 \
    flop_cell "dfxtp_1" \
    rows 58 \
]
-- through the flow --
step | worst slack (ns) | util | hold WS (ns)
detailed placement | 4.563 | 0.5299 | 0.4628
floorplan | 5.753 | - | 0.4460
global placement | 4.549 | 0.5299 | 0.4541
global route | 4.376 | 0.5683 | 0.4874
finish | 4.550 | 0.5683 | 0.4691
CTS | 4.546 | 0.5683 | 0.4711
-- worst min-delay path by stage --
stage          start    endpoint  slack [ns]  cells past startpoint
6_report  array[241]  array[241]        0.47                      2
4_1_cts    array[81]   array[81]        0.47                      2
5_1_grt   array[233]  array[233]        0.49                      2
-- cell usage after synthesis, types with 3 or more instances --
| cell type | n | share of area |
|---|---|---|
| o21ai_0 | 174 | 0.067 |
| a211oi_1 | 32 | 0.019 |
| nand4_1 | 11 | 0.0053 |
| buf_1 | 7 | 0.0020 |
| or3_1 | 4 | 0.0019 |
| or2_2 | 4 | 0.0019 |
| o211ai_1 | 36 | 0.021 |
| dfxtp_1 | 256 | 0.39 |
| and3_1 | 4 | 0.0019 |
| nor2b_1 | 5 | 0.0024 |
| a221oi_1 | 5 | 0.0034 |
| a2111oi_2 | 4 | 0.0046 |
| or4_1 | 3 | 0.0017 |
| nor3b_1 | 3 | 0.0017 |
| buf_4 | 3 | 0.0017 |
| a21oi_1 | 203 | 0.078 |
| nor2_1 | 83 | 0.024 |
| a22oi_1 | 8 | 0.0046 |
| clkbuf_1 | 116 | 0.034 |
| mux2i_1 | 81 | 0.062 |
| nand2_1 | 192 | 0.056 |
| inv_1 | 4 | 0.0012 |
| nor3_2 | 5 | 0.0039 |
| a31oi_1 | 21 | 0.010 |
| nor3_1 | 24 | 0.0093 |
| nand3_1 | 41 | 0.016 |
| o21ai_1 | 4 | 0.0015 |
| buf_2 | 18 | 0.0069 |
| o22ai_1 | 7 | 0.0034 |
| a2111oi_4 | 3 | 0.0064 |
| nor4_1 | 11 | 0.0053 |
| mux4_2 | 58 | 0.10 |
| ha_1 | 4 | 0.0039 |
| o2111ai_1 | 14 | 0.0094 |
| nand2b_1 | 6 | 0.0029 |
-- cell families after synthesis --
kind of cell,synth area share
and+or+nand+nor,0.1411
AOI/OAI and AO/OA,0.2476
xor gates and xnor gates,0.002024
muxes,0.1648
buffers and inverters,0.04596
adders and majority gates,0.003854
DFF,0.3947
-- where the power goes --
group          switching [mW]  internal, mW  leakage, nW
Clock                   0.320         0.504        0.475
Combinational           0.125        0.0358         2.36
Sequential           0.000580         0.762         2.06
-- final cells by class --
cell class	count	share of cell area
Inverter	6	0.001912
Tap cell	330	0.02869
Sequential cell	256	0.3561
Clock inverter	6	0.009040
Multi-Input combinational cell	1092	0.5090
Clock buffer	44	0.05850
Timing Repair Buffer	69	0.03686
-- per-layer routing --
metal | global-route usage | vias to the layer above | part of all wire
li1 | - | 5466 | -
met1 | 0.5487 | 5858 | 0.43
met2 | 0.5191 | 580 | 0.43
met3 | 0.1050 | 133 | 0.10
met4 | 0.1185 | 0 | 0.039
met5 | 0 | - | 0
-- critical path: cells and delay by family --
family	cells	cell delay, ns
buffers and inverters	3	1.39
AOI/OAI and AO/OA	4	0.94
muxes	1	0.59
and+or+nand+nor	1	0.53
-- cells in the final DEF (no fill, tap or decap), types with 8 or more instances in the layout --
cell | netlist | final
nand4_1 | 11 | 11
nand2_1 | 192 | 192
buf_4 | 3 | 58
o211ai_1 | 36 | 36
clkdlybuf4s50_1 | 0 | 8
a22oi_1 | 8 | 8
clkbuf_1 | 116 | 9
o2111ai_1 | 14 | 14
dfxtp_1 | 256 | 256
a31oi_1 | 21 | 21
nor3_2 | 5 | 8
mux4_2 | 58 | 58
mux2i_1 | 81 | 81
nor4_1 | 11 | 11
a211oi_1 | 32 | 32
nor3_1 | 24 | 21
clkbuf_16 | 0 | 29
nor2_1 | 83 | 78
o21ai_0 | 174 | 174
a21oi_1 | 203 | 202
nand3_1 | 41 | 41
No activity file was given, so power comes from the tool's default toggle rates.
