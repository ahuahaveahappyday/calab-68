**flow/design.v**
```verilog
module sram_axi_bridge(
    input wire          clk,
    input wire          resetn,
    input wire         inst_sram_req,
    input wire         inst_sram_wr,
    input wire [1:0]   inst_sram_size,
    input wire [3:0]   inst_sram_wstrb,
    input wire [31:0]  inst_sram_addr,
    input wire [31:0]  inst_sram_wdata,
    output wire          inst_sram_addr_ok,
    output wire          inst_sram_data_ok,
    output wire  [31:0]  inst_sram_rdata,
    input wire         data_sram_req,
    input wire         data_sram_wr,
    input wire [1:0]   data_sram_size,
    input wire [3:0]   data_sram_wstrb,
    input wire [31:0]  data_sram_addr,
    input wire [31:0]  data_sram_wdata,
    output wire          data_sram_addr_ok,
    output wire          data_sram_data_ok,
    output wire  [31:0]  data_sram_rdata,
    output wire  [3:0]          arid      ,
    output wire  [31:0]         araddr    ,
    output wire  [7:0]          arlen     ,      
    output wire  [2:0]          arsize    ,      
    output wire  [1:0]          arburst   ,      
    output wire  [1:0]          arlock    ,      
    output wire  [3:0]          arcache   ,      
    output wire  [2:0]          arprot    ,      
    output wire                 arvalid   ,
    input wire                  arready   ,
    input wire  [3:0]           rid       ,
    input wire  [31:0]          rdata     ,
    input wire  [1:0]           rresp     ,      
    input wire                  rlast     ,      
    input wire                  rvalid    ,
    output wire                 rready    ,
    output wire [3:0]           awid      ,  
    output wire [31:0]          awaddr    ,
    output wire [7:0]           awlen     ,  
    output wire [2:0]           awsize    ,  
    output wire [1:0]           awburst   ,  
    output wire [1:0]           awlock    ,  
    output wire [3:0]           awcache   ,  
    output wire [2:0]           awprot    ,  
    output wire                 awvalid   ,
    input wire                  awready   ,
    output wire [3:0]           wid       ,  
    output wire [31:0]          wdata     ,
    output wire [3:0]           wstrb     ,
    output wire                 wlast     ,  
    output wire                 wvalid    ,
    input wire                  wready    ,
    input wire                  bid       ,  
    input wire                  bresp     ,  
    input wire                  bvalid    ,
    output wire                 bready    
);
localparam      AR_WAIT =       3'b001,
                AR_INST_SEND=   3'b010,
                AR_DATA_SEND =  3'b100;
reg [2:0]       ar_current_state;
reg [2:0]       ar_next_state;
localparam      R_WAIT =        2'b00,
                R_RECIEVE =     2'b10;
reg [1:0]                r_current_state;
reg [1:0]               r_next_state;
localparam      AW_WAIT =       3'b001,
                AW_SEND_ADDR =   3'b010,
                AW_SEND_DATA =   3'b100;
reg [2:0]       aw_current_state;
reg [2:0]       aw_next_state;
localparam      B_WAIT =    2'b01,
                B_REC =     2'b10;
reg [2:0]       b_current_state;
reg [2:0]       b_next_state;
reg [31:0]      araddr_reg;
reg [2:0]       arsize_reg;
reg             arvalid_reg;
reg             ar_inst_addr_valid;
reg [31:0]      ar_inst_addr_reg;
always @(posedge clk)begin
    if(~resetn)
        ar_current_state <= AR_WAIT;
    else 
        ar_current_state <= ar_next_state;
end
always @( * )begin
    case (ar_current_state)
        AR_WAIT:begin
            if(data_sram_req & data_sram_addr_ok & ~data_sram_wr) 
                ar_next_state =         AR_DATA_SEND;
            else if( inst_sram_req & inst_sram_addr_ok & ~inst_sram_wr)       
                ar_next_state   =       AR_INST_SEND;
            else 
                ar_next_state =         AR_WAIT;
        end
        AR_DATA_SEND: begin
            if  (arready & ar_inst_addr_valid)
                ar_next_state = AR_INST_SEND;
            else if (arready)
                ar_next_state = AR_WAIT;
            else 
                ar_next_state = AR_DATA_SEND;
        end
        AR_INST_SEND:begin
            if  (arready )
                ar_next_state = AR_WAIT;
            else 
                ar_next_state = AR_INST_SEND;
        end
    endcase
end
assign inst_sram_addr_ok = ar_current_state == AR_WAIT && aw_current_state == AW_WAIT;
assign data_sram_addr_ok = ar_current_state == AR_WAIT && aw_current_state == AW_WAIT;
assign arlen =      8'b0;
assign arburst =    2'b01;
assign arlock =     2'b0;
assign arcache =    4'b0;
assign arprot =     3'b0;
assign arsize =     3'b010;  
assign arid = {2'b0,{ar_current_state == AR_DATA_SEND}};
assign arvalid = (ar_current_state == AR_DATA_SEND) || (ar_current_state == AR_INST_SEND);
always @(posedge clk)begin
    if(~resetn) begin
        ar_inst_addr_reg<= 32'b0;
        ar_inst_addr_valid <= 1'b0;
    end
    else if(ar_current_state == AR_WAIT && inst_sram_req && inst_sram_addr_ok && ~inst_sram_wr
                                        && data_sram_req && data_sram_addr_ok && ~data_sram_wr )      
    begin
        ar_inst_addr_reg<= inst_sram_addr;
        ar_inst_addr_valid <= 1'b1;
    end
    else if(ar_current_state == AR_INST_SEND && arready)begin
        ar_inst_addr_reg<= 32'b0;
        ar_inst_addr_valid <= 1'b0; 
    end
end
always @(posedge clk)begin
    if(~resetn)
        araddr_reg <= 32'b0;
    else if(ar_current_state == AR_WAIT && data_sram_req && data_sram_addr_ok && ~data_sram_wr)
        araddr_reg <= data_sram_addr;
    else if(ar_current_state == AR_WAIT && inst_sram_req && inst_sram_addr_ok && ~inst_sram_wr)    
        araddr_reg <= inst_sram_addr;
    else if(ar_current_state == AR_DATA_SEND && arready && ar_inst_addr_valid)
        araddr_reg <= ar_inst_addr_reg;
end
assign araddr = araddr_reg;
reg [31:0]          rdata_reg;
reg                 rid_reg;
always @(posedge clk)begin
    if(~resetn)
        r_current_state <= R_WAIT;
    else 
        r_current_state <= r_next_state;
end
always @(*)begin
    case(r_current_state)
        R_WAIT:begin
            if(rvalid)
                r_next_state = R_RECIEVE;
            else
                r_next_state = R_WAIT;
        end
        R_RECIEVE:begin
            r_next_state = R_WAIT;
        end
    endcase
end
assign rready = r_current_state == R_WAIT;
always @(posedge clk)begin
    if(~resetn)begin
        rdata_reg <= 32'b0;
        rid_reg <= 1'b0;
    end
    else if(r_current_state == R_WAIT && rvalid)begin
        rdata_reg <= rdata;
        rid_reg  <= rid;
    end
    else if(r_current_state ==R_RECIEVE)begin
        rdata_reg <= 32'b0;
        rid_reg <= 1'b0;
    end
end
assign inst_sram_data_ok = (r_current_state == R_RECIEVE && rid_reg == 4'b0);
assign inst_sram_rdata = rdata_reg;
assign data_sram_data_ok = (r_current_state == R_RECIEVE && rid_reg == 4'b1)
                           |(b_current_state == B_REC);
assign data_sram_rdata = rdata_reg;
reg [31:0]      awaddr_reg;
reg [3:0]       wstrb_reg;
reg [31:0]      wdata_reg;
always @(posedge clk)begin
    if(~resetn)
        aw_current_state <= AW_WAIT;
    else 
        aw_current_state <= aw_next_state;
end
always @(*)begin
    case(aw_current_state)
        AW_WAIT:begin
            if(data_sram_wr && data_sram_req && data_sram_addr_ok)    
                aw_next_state = AW_SEND_ADDR;
            else 
                aw_next_state = AW_WAIT;
        end
        AW_SEND_ADDR:begin
            if(awready)
                aw_next_state = AW_SEND_DATA;
            else
                aw_next_state = AW_SEND_ADDR;
        end
        AW_SEND_DATA:begin
            if(wready)
                aw_next_state = AW_WAIT;
            else
                aw_next_state = AW_SEND_DATA;
        end
    endcase
end
always @(posedge clk)begin
    if(~resetn)begin
        awaddr_reg <= 32'b0;
        wstrb_reg <= 4'b0;
        wdata_reg <= 32'b0;
    end
    else if(aw_current_state == AW_WAIT && data_sram_addr_ok && data_sram_req && data_sram_wr)begin
        awaddr_reg <= data_sram_addr;
        wstrb_reg <= data_sram_wstrb;
        wdata_reg <= data_sram_wdata;
    end
end
assign awlen =      8'b0;
assign awsize =     3'b010;  
assign awburst =    2'b01;
assign awlock =     2'b0;
assign awcache =    4'b0;
assign awprot =     3'b0;
assign awid =       4'b1;
assign awaddr = awaddr_reg;
assign awvalid = aw_current_state == AW_SEND_ADDR;
assign wlast =  1'b1;
assign wid =    4'b1;
assign wstrb = wstrb_reg;
assign wdata = wdata_reg;
assign wvalid = aw_current_state == AW_SEND_DATA;
always @(posedge clk)begin
    if(~resetn)
        b_current_state <= B_WAIT;
    else 
        b_current_state <= b_next_state;
end
always @(*)begin
    case (b_current_state)
        B_WAIT:begin
            if(bvalid)
                b_next_state = B_REC;
            else 
                b_next_state <= B_WAIT;
        end
        B_REC:begin
            b_next_state = B_WAIT;
        end
    endcase
end
assign bready = (b_current_state == B_WAIT);
endmodule
```
**flow/run.sh**
```bash
#!/bin/bash
# OpenROAD 26Q1-2900-gdf79404cd8, Yosys 0.63+post, stock flow scripts
make -C /OpenROAD-flow-scripts/flow DESIGN_CONFIG=/design/flow/config.mk WORK_HOME=/design/flow/orfs finish
```
**flow/config.mk**
```make
export PLATFORM = sky130hd
export DESIGN_NAME = sram_axi_bridge
export DESIGN_NICKNAME = sram_axi_bridge
export VERILOG_FILES = /design/flow/design.v
export SDC_FILE = /design/flow/constraint.sdc
export NUM_CORES = 4
export LEC_CHECK = 1
export CORE_AREA = 10 10 227 227
export DIE_AREA = 0 0 237 237
```
**flow/constraint.sdc**
```tcl
current_design sram_axi_bridge

set clk_period 6.9
set clk_io_pct 0.2

create_clock -name clk0 -period $clk_period [get_ports {clk}]

set non_clock_inputs [all_inputs -no_clocks]
set_input_delay [expr $clk_period * $clk_io_pct] -clock clk0 $non_clock_inputs
set_output_delay [expr $clk_period * $clk_io_pct] -clock clk0 [all_outputs]
```
==> run summary <==
Notes on the physical design

The run finished with clean final reports. No sink is reached through more buffers than the 2 on the longest clock path. Max fanout on the critical path was recorded as 33. The half-perimeter wire length after detailed placement is 22,500 um. The worst setup path is launched from a register. The headroom to the max-slew limit is 36.4%. The switching portion of total power comes to 25.2%.

The area of the core is 46,600 um^2. The clock latency on the worst-skew pair is around 0.48 ns. The total power is approximately 0.0024 W. The critical path's slowest stage uses the library cell sky130_fd_sc_hd__clkdlybuf4s50_1.

The netlist area before placement is around 8000 um^2. The number of max-slew violations in the final report is 0. The port buffer count is between 300 and 400.

For this block, wires on met1 add up to 13,000 um. The synth_stat.txt file lists the number of cells as 909. The post-route fraction of the period consumed by the critical path is just under 60%. The detailed router placed 7,095 vias in this run. The I/O pin count is about 420.

The post-synth count of flops with an enable pin is 0. For the final database, setup skew stands at around 0.0089 ns. The kind of end point of the critical path is an output port. The actual transition at the worst max-transition pin is 0.947 ns. TritonCTS built the clock tree. Per the detail_route log, met3 wirelength is 3100 um. The power report attributes to the combinational group a share of 13.8%. The timer found 8 register pins that no clock reaches; their paths are not timed. The final layout report lists a filler cell count of 4,952. The CTS root buffer is sky130_fd_sc_hd__clkbuf_16. The post-CTS setup repair buffer count is 0. The total count of hold-check failures in the final report is 0. Data on the critical path is required at its endpoint by 5.52 ns. The number of buffer and inverter instances along the worst setup path is 2. The clock-pin slew of the registers on the worst-case setup and hold paths is approximately 0.070 ns. The remaining global-route overflow is 0.

Per the synth stats, the flop cell with the highest instance count is sky130_fd_sc_hd__dfxtp_1. The maximum vdd ir drop is 0.170 mV. The number of warnings reported in the stage logs is ~74.

Cells with a size suffix above 1 make up 7.55% of the layout. The flow reports that sequential cells draw between 40% and 50% of the design power. The shortest period the worst path allows is a little over 4 ns. In this run the maximum-capacitance check reported violations numbering 0. The detail route stage leaves a number of antenna-violating nets equal to 0.

The top cell family by delay on the critical path is buffers and inverters. The setup TNS after final layout is 0 ns. The smallest setup slack after layout is ~2.9 ns. The maximum number of pins on one net before global-route repair is 69. The detailed router finished its first iteration with approximately 390 violations. Per the detail_route log, the uppermost layer with routed signals is met5. In this run the vertical extent of the chip is 237 um.

The detailed-routing iteration count for the pre-antenna-repair pass is 4. The number of global-route vias before repair is 7,333. The leakage power is around 4.2 nW. Per the post-place timing report, worst setup slack is 2.96 ns. The script parses the final routing iteration and logs DRC violations as 0. The count of distinct cell types in the synthesized netlist is between 40 and 50. The total length of routed met2 wires is roughly 14,000 um.

The relative contribution of the clock network to total power is between 40% and 50%. Per the post-synthesis stats, the area per cell is 8.78 um^2. The number of hold buffers added after CTS is 0. The average detailed-routed wire length per instance is 17.5 um.

The number of cells upsized or downsized after cts is 0. Counting the warning lines in the Yosys log gives 1. Setup repair after global routing left no endpoint under its margin. The number of standard cells in the final layout excluding fillers is 1,774.

The storage element area is approximately 3600 um^2. The row count is between 70 and 80. The via density per instance is about 4. The total setup violations reported at the end of the flow is 0.

STA puts the critical path data arrival time at ~2.7 ns. The area of the die is roughly 56,000 um^2. Power spread over the standard cell area amounts to 200 nW/um^2.

The summed standard-cell area reported by yosys is 7990 um^2. The wire length of the first global-routing pass is 45,800 um. The initial antenna violation count is 3. The number of placed instances, taps included is 1,740. The final RePlAce weighted congestion is just under 0.8. The area after detailed placement is 11,300 um^2. The share of the core area taken by cells at floorplan is between 10% and 20%. The H-tree level count is 4. The post-layout instance area is 11,900 um^2. The total routing resource utilization after global routing is about a tenth. In the power breakdown, the internal column shows between 0.0015 and 0.002 W. Per the run report, area growth between synthesis and finish was 48.7%. The worst hold-check path type is register to register. The highest achievable clock rate is between 200 and 250 MHz. Among all stages on the critical path, the maximum delay recorded is 0.59 ns. The cell count after synthesis is 909. For this design the total switching power over the nets is ~0.00060 W. The report lists the cells along the critical path as and4bb_2, nand2_1, inv_2, clkdlybuf4s50_1. Summed over all layers, the routed wires come to 31,000 um.

The clock buffer count from CTS is 17. The die is 237 um wide. The combined area of the multi-input logic cells is between 3000 and 4000 um^2.

The synthesis-stage register bit count is 183. The most frequent logic cell in the layout is sky130_fd_sc_hd__clkdlybuf4s50_1. The count of endpoints without a timing constraint is 8. After synthesis, the share of flip-flops with an asynchronous set or reset is 0%. The path type of the worst setup path is register to output port. Leaving out fill and tap cells, the most frequent cells in the layout are sky130_fd_sc_hd__clkdlybuf4s50_1, sky130_fd_sc_hd__dfxtp_1, sky130_fd_sc_hd__nand2_1, sky130_fd_sc_hd__a21boi_1, sky130_fd_sc_hd__conb_1.
[tightest hold or removal path, delay by kind of cell, from the launching register on]
kind | cells | cell delay (ns)
AND-OR/OR-AND | 1 | 0.05
AND/OR/NAND/NOR | 1 | 0.05
flip-flops | 1 | 0.31
[Yosys cell counts, types with 2 or more instances]
library cell,n,area (um^2)
sky130_fd_sc_hd__buf_4,89,668
sky130_fd_sc_hd__dfxtp_1,175,3500
sky130_fd_sc_hd__inv_1,5,18.8
sky130_fd_sc_hd__nor3b_1,3,22.5
sky130_fd_sc_hd__nor3_1,32,160
sky130_fd_sc_hd__and2_1,6,37.5
sky130_fd_sc_hd__dlxtn_1,8,120
sky130_fd_sc_hd__buf_1,4,15.0
sky130_fd_sc_hd__nand2_1,173,649
sky130_fd_sc_hd__nor2b_1,8,50.1
sky130_fd_sc_hd__a21boi_2,30,338
sky130_fd_sc_hd__o32ai_1,2,17.5
sky130_fd_sc_hd__nand3_1,36,180
sky130_fd_sc_hd__o21ai_0,35,175
sky130_fd_sc_hd__a22o_1,33,289
sky130_fd_sc_hd__buf_2,9,45.0
sky130_fd_sc_hd__a21boi_1,71,533
sky130_fd_sc_hd__buf_6,4,45.0
sky130_fd_sc_hd__conb_1,2,7.51
sky130_fd_sc_hd__clkbuf_1,54,203
sky130_fd_sc_hd__a32o_1,31,310
sky130_fd_sc_hd__nand2b_1,40,250
sky130_fd_sc_hd__and3_1,3,18.8
sky130_fd_sc_hd__nor2_1,35,131
sky130_fd_sc_hd__a21oi_1,3,15.0
sky130_fd_sc_hd__a21o_1,2,15.0
sky130_fd_sc_hd__ha_1,2,25.0
[metrics by stage]
step | hold slack, ns | util, %
floorplan | 0.419 | -
global placement | 0.440 | 24.3
detailed placement | 0.445 | 24.3
CTS | 0.453 | 25.5
global route | 0.472 | 25.5
finish | 0.453 | 25.5
[path summary, 6_finish.rpt]
kind                            depth (start not counted)  slack [ns]           startpoint                end
worst max-delay path                                    4        2.87  ar_current_state[0]  data_sram_addr_ok
worst min-delay path                                    2        0.45        awaddr_reg[8]      awaddr_reg[8]
worst max register to register                          5        4.30  aw_current_state[0]      awaddr_reg[7]
worst min register to register                          2        0.45        awaddr_reg[8]      awaddr_reg[8]
[logic make-up (layout without fill, tap and decap cells)]
kind of cell / after synthesis / count (layout) / share of synthesized area, %
AOI/OAI and AO/OA: 212 / 212 / 21.8
xor gates and xnor gates: 2 / 2 / 0.219
adders and majority gates: 2 / 2 / 0.313
buffers and inverters: 166 / 368 / 12.5
DFF: 175 / 175 / 43.9
latches: 8 / 8 / 1.50
other: 2 / 58 / 0.0940
and+or+nand+nor: 342 / 342 / 19.7
[power groups by stage]
stage / Sequential [W] / Combinational, W / Clock [W]
after CTS: 0.00108 / 0.000337 / 0.00102
after global routing: 0.00108 / 0.000360 / 0.00104
final: 0.00108 / 0.000328 / 0.000973
[metal layers]
metal  up-vias  GRT usage [%]
met5         -              0
met4         2           1.93
met3        39           4.25
met2       295           17.0
met1      3331           13.5
li1       3428              -
[layout make-up]
type	instances	share of cell area, %
Timing Repair Buffer	330	27.5
Clock buffer	22	3.99
Clock inverter	10	0.864
Antenna cell	2	0.0421
Inverter	6	0.190
Tap cell	607	6.40
Multi-Input combinational cell	614	30.5
Sequential cell	183	30.5
Power is estimated from default activity; no workload was simulated.
