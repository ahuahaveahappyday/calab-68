===== ./run.sh =====
#!/bin/bash
# OpenROAD 26Q1-2900-gdf79404cd8, Yosys 0.63+post, stock flow scripts
make -C /OpenROAD-flow-scripts/flow DESIGN_CONFIG=/design/flow/config.mk WORK_HOME=/design/flow/orfs finish

===== ./config.mk =====
export PLATFORM = sky130hd
export DESIGN_NAME = Stable_Counter
export DESIGN_NICKNAME = Stable_Counter
export VERILOG_FILES = /design/flow/design.v
export SDC_FILE = /design/flow/constraint.sdc
export NUM_CORES = 4
export LEC_CHECK = 1
export CORE_UTILIZATION = 50

===== ./constraint.sdc =====
current_design Stable_Counter

set clk_period 13.9
set clk_io_pct 0.2

create_clock -name clk0 -period $clk_period [get_ports {clk}]

set non_clock_inputs [all_inputs -no_clocks]
set_input_delay [expr $clk_period * $clk_io_pct] -clock clk0 $non_clock_inputs
set_output_delay [expr $clk_period * $clk_io_pct] -clock clk0 [all_outputs]

===== ./design.v =====
module Stable_Counter(
    input  wire        clk,
    input  wire        resetn,
    output wire [63:0] counter
);
reg [63:0] time_counter;
always @(posedge clk)begin
    if(~resetn)
        time_counter <= 64'b0;
    else
        time_counter <= time_counter + 1'b1;
end
assign counter = time_counter;
endmodule

==> impl_metrics.toml <==
# yosys + openroad results
[setup_path]
path_delay_family = "buffers and inverters"
worst_setup_path_end_kind = "output pin"
path_cells = "clkdlybuf4s50_1"
reg2reg_to = "time_counter[59]$_SDFF_PN0_"
worstReg2RegStart = "time_counter[32]$_SDFF_PN0_"
critPathLaunchType = "flip-flop"
critical_path_class = "reg2out"
reg2reg_depth = 5
worst_path_largest_cell_delay_ps = 510
slowest_stage = "clkdlybuf4s50_1"
cp_num_cells = 1
required_ps = 11120
path_buffers = 1
rrSetupSlack_ps = 11510
crit_fanout = 6
cp_data_arrival_time_ps = 1310

[outcome]
status = "complete, no violations"

[detailed_routing]
avgViaCountPerCell = 5.523
firstDrtPassIters = 4
antenna_cells_inserted = 0
wl_per_cell_um = 13.34
final_antenna_net_count = 0
routed_wl_mm = 6.510
drc = 0
drt_iter0_drc = 221
vias = 2695

[synth]
ys_cells = 341
ys_seq_elements = 64
yosysSeqAreaShare = 0.4427
post_synth.cell_area_avg_um2 = 8.487
syn_area_um2 = 2894
netlist_instances = 341
synth.distinct_cells = 32
synth_warnings = 1
ys_chip_area_um2 = 2894

[cells_and_area]
largest_register = "time_counter"
top_regs = "time_counter (64)"
fill_cells = 450
largest_reg_flops = 64
lay_top_cells = "clkdlybuf4s50_1 (65), dfxtp_1 (64), nor2_1 (51), nand4_1 (32), xor2_1 (30)"
area_growth_pct = 33.68
layout_top_cell = "clkdlybuf4s50_1"
drive_above_1_share = 0.06731

[timing]
skew_ps = 13.39
hold_viol_final = 0
relSlewSlack = 0.4163
setup_tns_ps = 0
worstMarginPinSlew_ps = 867.5
setup_viol_count_final = 0
fin_crit_ps = 4095
clock.fmax_ghz = 0.2442
slew_violations = 0
post-route-period-util = 0.2946
rsz0062_at_grt = "no"

[power]
p_per_area_nw_per_um2 = 99.54
p_leak_nw = 1.260
fin_total_pwr_uw = 385.1
ir_drop_uv = 77.09

[global_routing]
grt_usage = 0.2254
grt_pass1_vias = 2332
grt_antenna_before_repair = 0
grt_pass1_wl_mm = 10.92
gr-total-overflow = 0
grt_max_degree = 62

[place]
io_buffers = 65
dpl.hpwl_mm = 4.287
gp_congestion = 0.8176

[floorplanning]
chipArea_um2 = 6096
fp.dieW_um = 78.08
initCoreUtil = 0.5224
io_pins = 66
core-area_um2 = 5540
die_y_um = 78.08
row_count = 27

[cts]
clk_latency_ps = 340
cts_resized = 0
cts_root_buf = "clkbuf_8"
htree_levels = 3
cts_buffer_depth = 2
cts_tree = "built"
clkSlewWorstSetupHoldPaths_ps = 70
cts.sinks = 64
cts_buffers = 9
post_cts_buffers = 0
cts_hold_buf = 0

[worst_hold_path]
min_from = "time_counter[0]$_SDFF_PN0_"
min_to = "time_counter[0]$_SDFF_PN0_"
min_path_cells = 1
hold_path_class = "reg2reg"

[run]
warnings = 26
drv_cap = 0
## routing by layer
metal,wire length (um),GRT usage
met1,3310,0.3628
met2,2822,0.3342
met3,285,0.03424
met4,91,0.03889
met5,0,0
## cells in the mapped netlist
cell | instances | area share
a21oi_1 | 21 | 0.036
and3_1 | 5 | 0.011
nand4_1 | 32 | 0.069
nor4_1 | 4 | 0.0086
o31ai_1 | 2 | 0.0052
inv_1 | 7 | 0.0091
nand2_1 | 19 | 0.025
nor4_2 | 1 | 0.0043
o31a_1 | 1 | 0.0030
dfxtp_1 | 64 | 0.44
or3_1 | 20 | 0.043
xnor2_1 | 9 | 0.027
mux2i_1 | 1 | 0.0035
nand2b_1 | 1 | 0.0022
and4_1 | 3 | 0.0091
and2_1 | 2 | 0.0043
or2_2 | 3 | 0.0065
o21a_1 | 1 | 0.0026
ha_1 | 1 | 0.0043
nor4_4 | 2 | 0.015
or4_1 | 3 | 0.0078
clkinv_1 | 1 | 0.0013
nor4b_1 | 1 | 0.0030
nand3_1 | 19 | 0.033
nor3b_1 | 1 | 0.0026
xor2_1 | 30 | 0.091
nor2_1 | 51 | 0.066
clkbuf_1 | 8 | 0.010
buf_2 | 2 | 0.0035
o21ai_0 | 19 | 0.033
nor3_1 | 5 | 0.0086
nand4_2 | 2 | 0.0086
## logic make-up (layout without fill, tap and decap cells)
kind of cell,count (synthesis),count (layout),share of synthesized area
compound gates,44,44,0.07998
fa+ha+maj,1,1,0.004323
xor+xnor,39,39,0.1180
flops,64,64,0.4427
simple gates,174,174,0.3273
buf+inv,18,93,0.02421
mux,1,1,0.003459
## metrics by stage
stage                     cells  area (um2)  worst slack [ps]    util  hold WS, ps
final                       488        3869              9805  0.6983        477.3
after global routing        488        3869              9729  0.6983        537.2
after CTS                   488        3869              9795  0.6983        478.5
after detailed placement    472        3625              9788  0.6542        458.8
after global placement      472        3625              9810  0.6542        456.4
after floorplan             341        2894             10580       -        429.9
## where the power goes
part / leakage [nW] / internal [mW] / switching [mW]
clock network: 0.119 / 0.119 / 0.0748
registers: 0.516 / 0.184 / 0.000955
logic: 0.624 / 0.00234 / 0.00371
## worst max path at each step
stage / start / endpoint
4_1_cts: time_counter[43]$_SDFF_PN0_ / counter[43]
5_1_grt: time_counter[43]$_SDFF_PN0_ / counter[43]
6_report: time_counter[43]$_SDFF_PN0_ / counter[43]
## cell type report
type | instances | area, um2 | area share
Clock buffer | 9 | 123.9 | 0.03202
Multi-Input combinational cell | 259 | 1543 | 0.3988
Tap cell | 72 | 90.09 | 0.02329
Inverter | 8 | 30.03 | 0.007762
Timing Repair Buffer | 69 | 680.7 | 0.1759
Clock inverter | 7 | 120.1 | 0.03105
Sequential cell | 64 | 1281 | 0.3312
No activity file was given, so power comes from the tool's default toggle rates.
