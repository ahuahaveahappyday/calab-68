--- /design/flow/run.sh ---
#!/bin/bash
# OpenROAD 26Q1-2900-gdf79404cd8, Yosys 0.63+post, stock flow scripts
make -C /OpenROAD-flow-scripts/flow DESIGN_CONFIG=/design/flow/config.mk WORK_HOME=/design/flow/orfs finish
--- /design/flow/design.v ---
module CSRfile(
    input  wire        clk,
    input  wire        resetn,
    input wire          csr_re,          
    input wire  [13:0]  csr_num,         
    output wire [31:0]  csr_rvalue,
    input wire          csr_we,
    input wire  [31:0]  csr_wmask,
    input wire  [31:0]  csr_wvalue,
    input wire          wb_ex,
    input wire  [5:0]   wb_ecode,
    input wire  [8:0]   wb_esubcode,
    input wire  [31:0]  wb_pc,
    input wire  [31:0]  wb_vaddr,
    input wire          ertn_flush,
    input wire [7:0]    hw_int_in,
    input wire          ipi_int_in       
);
reg [1:0]   csr_crmd_plv;
reg         csr_crmd_ie;
wire        csr_crmd_da;
wire        csr_crmd_pg;
wire        csr_crmd_datf;
wire        csr_crmd_datm;
reg [1:0]   csr_prmd_pplv;
reg         csr_prmd_pie;
reg [12:0]   csr_ecfg_lie;     
reg [12:0]   csr_estat_is;
reg  [5:0]     csr_estat_ecode;
reg  [8:0]     csr_estat_esubcode;
reg  [31:0]     csr_era_pc;
reg  [31:0]     csr_badv_vaddr;
reg [25:0]      csr_eentry_va;
reg [31:0]      csr_save0_data;
reg [31:0]      csr_save1_data;
reg [31:0]      csr_save2_data;
reg [31:0]      csr_save3_data;
reg [31:0]      csr_tid_tid;
reg          csr_tcfg_en;
reg          csr_tcfg_periodic;
reg [29:0]   csr_tcfg_initval;
wire [31:0]  tcfg_next_value;
wire [31:0]  csr_tval;
wire         csr_ticlr_clr;
reg  [31:0]  timer_cnt;
always @(posedge clk)begin
    if(~resetn)
        csr_crmd_plv <=     2'b0;
    else if (wb_ex)              
        csr_crmd_plv <=     2'b0;
    else if(ertn_flush)            
        csr_crmd_plv <=     csr_prmd_pplv;
    else if(csr_we && csr_num == 14'h0)      
        csr_crmd_plv <=     csr_wmask[1:0] & csr_wvalue[1:0]
                            | ~csr_wmask[1:0] & csr_crmd_plv;
end
always @(posedge clk)begin
    if(~resetn)
        csr_crmd_ie <=      1'b0;
    else if(wb_ex)           
        csr_crmd_ie <=      1'b0;
    else if(ertn_flush)      
        csr_crmd_ie <=      csr_prmd_pie;
    else if(csr_we && csr_num == 14'h0)      
        csr_crmd_ie <=      csr_wmask[2] & csr_wvalue[2]
                            | ~csr_wmask[2] & csr_crmd_ie;
end
assign csr_crmd_da  =   1'b1;
assign csr_crmd_pg  =   1'b0;
assign csr_crmd_datf  = 2'b00;
assign csr_crmd_datm  = 2'b00;
always @(posedge clk)begin
    if (wb_ex) begin              
        csr_prmd_pplv <=     csr_crmd_plv;
        csr_prmd_pie  <=     csr_crmd_ie;
    end
    else if(csr_we && csr_num == 14'h1)      
        csr_prmd_pplv <=     csr_wmask[1:0] & csr_wvalue[1:0]
                            | ~csr_wmask[1:0] & csr_prmd_pplv;
        csr_prmd_pie  <=     csr_wmask[1:0] & csr_wvalue[1:0]
                            | ~csr_wmask[1:0] & csr_prmd_pie;  
end
always @(posedge clk)begin
    if(~resetn)
        csr_ecfg_lie <= 13'b0;
    else if (csr_we && csr_num == 14'h4)             
        csr_ecfg_lie <=     csr_wmask[12:0] & 13'h1bff & csr_wvalue[12:0]
                            | ~csr_wmask[12:0] & 13'h1bff & csr_ecfg_lie;
end
always @(posedge clk)begin
    if(~resetn)
        csr_estat_is[1:0] <= 2'b0;
    else if(csr_we && csr_num == 14'h5)
        csr_estat_is[1:0] <= csr_wmask[1:0]  & csr_wvalue[1:0]
                            | ~csr_wmask[1:0]  & csr_estat_is[1:0];
    csr_estat_is[9:2]   <= hw_int_in[7:0];           
    csr_estat_is[10]    <= 1'b0;                     
    if(timer_cnt[31:0] == 32'b0)                      
        csr_estat_is[11] <= 1'b1;
    else if(csr_we && csr_num == 14'h44 && csr_wmask[0] && csr_wvalue[0])
        csr_estat_is[11] <= 1'b0;
    csr_estat_is[12]    <= ipi_int_in;   
end
always @(posedge clk)begin
    if(wb_ex)   begin
        csr_estat_ecode    <= wb_ecode;
        csr_estat_esubcode <= wb_esubcode;
    end
end
always @(posedge clk)begin
    if(wb_ex)
        csr_era_pc <=       wb_pc;
    else if(csr_we && csr_num == 14'h6)
        csr_era_pc <=       csr_wmask[31:0]  & csr_wvalue[31:0]
                            | ~csr_wmask[31:0]  & csr_era_pc;
end
wire wb_ex_addr_err = wb_ecode == 5'h8 || wb_ecode == 5'h9;
always @(posedge clk)begin
    if(wb_ex && wb_ex_addr_err)
        csr_badv_vaddr <=       (wb_ecode == 5'h8 && wb_esubcode == 1) ?
                                wb_pc            
                                :wb_vaddr;       
end
always @(posedge clk)begin           
    if(csr_we && csr_num == 14'hc)
        csr_eentry_va <=    csr_wmask[31:6]  & csr_wvalue[31:6]
                            | ~csr_wmask[31:6]  & csr_eentry_va;
end
always @(posedge clk)begin
    if(csr_we && csr_num == 14'h30)
        csr_save0_data <=    csr_wmask[31:0]  & csr_wvalue[31:0]
                            | ~csr_wmask[31:0]  & csr_save0_data;
    if(csr_we && csr_num == 14'h31)
        csr_save1_data <=    csr_wmask[31:0]  & csr_wvalue[31:0]
                            | ~csr_wmask[31:0]  & csr_save1_data;
    if(csr_we && csr_num == 14'h32)
        csr_save2_data <=    csr_wmask[31:0]  & csr_wvalue[31:0]
                            | ~csr_wmask[31:0]  & csr_save2_data;
    if(csr_we && csr_num == 14'h33)
        csr_save3_data <=    csr_wmask[31:0]  & csr_wvalue[31:0]
                            | ~csr_wmask[31:0]  & csr_save3_data;
end
always @(posedge clk)begin
    if(~resetn)
        csr_tid_tid <= 32'b0;
    else if(csr_we && csr_num == 14'h40)
        csr_tid_tid <= csr_wmask[31:0] & csr_wvalue[31:0]
                        | ~csr_wmask[31:0] & csr_tid_tid;
end
always @(posedge clk)begin
    if(~resetn)
        csr_tcfg_en <= 1'b0;
    else if(csr_we && csr_num==14'h41)
        csr_tcfg_en <= csr_wmask[0] & csr_wvalue[0]
                        | ~csr_wmask[0] & csr_tcfg_en;
    if(csr_we && csr_num==14'h41)begin
        csr_tcfg_periodic <= csr_wmask[1] & csr_wvalue[1]
                            | ~csr_wmask[1] & csr_tcfg_periodic;
        csr_tcfg_initval  <= csr_wmask[31:2] & csr_wvalue[31:2]
                            | ~csr_wmask[31:2] & csr_tcfg_initval;
    end
end
assign tcfg_next_value = csr_wmask[31:0] & csr_wvalue[31:0]
                        | ~csr_wmask[31:0] & {csr_tcfg_initval,csr_tcfg_periodic,csr_tcfg_en};       
always @(posedge clk)begin
    if(~resetn)
        timer_cnt <= 32'hffffffff;
    else if(csr_we && csr_num==14'h41 && tcfg_next_value[0])
        timer_cnt <= {tcfg_next_value[31:2],2'b0};
    else if(csr_tcfg_en && timer_cnt!=32'hffffffff) begin
        if(timer_cnt[31:0]==32'b0 && csr_tcfg_periodic)
            timer_cnt <= {csr_tcfg_initval,2'b0};
        else
            timer_cnt <= timer_cnt -1'b1;
    end
end
assign csr_tval = timer_cnt[31:0];
assign csr_ticlr_clr = 1'b0;
wire [31:0] csr_crmd_rvalue;
wire [31:0] csr_prmd_rvalue;
wire [31:0] csr_estat_rvalue;
wire [31:0] csr_era_rvalue;
wire [31:0] csr_eentry_rvalue;
wire [31:0] csr_save0_rvalue;
wire [31:0] csr_save1_rvalue;
wire [31:0] csr_save2_rvalue;
wire [31:0] csr_save3_rvalue;
assign csr_crmd_rvalue =    {23'b0, csr_crmd_datm, csr_crmd_datf, csr_crmd_pg, 
                            csr_crmd_da, csr_crmd_ie, csr_crmd_plv};
assign csr_prmd_rvalue =    {29'b0, csr_prmd_pie, csr_prmd_pplv};
assign csr_estat_rvalue=    {1'b0, csr_estat_esubcode, csr_estat_ecode, 3'b0, csr_estat_is};
assign csr_era_rvalue  =    csr_era_pc;
assign csr_eentry_rvalue=   {csr_eentry_va, 6'b0};
assign csr_save0_rvalue=    csr_save0_data;
assign csr_save1_rvalue=    csr_save1_data;
assign csr_save2_rvalue=    csr_save2_data;
assign csr_save3_rvalue=    csr_save3_data;
assign csr_rvalue =         {32{csr_num == 14'h0}} & csr_crmd_rvalue
                            |{32{csr_num == 14'h1}} & csr_prmd_rvalue
                            |{32{csr_num == 14'h5}} & csr_estat_rvalue
                            |{32{csr_num == 14'h6}} & csr_era_rvalue
                            |{32{csr_num == 14'hc}} & csr_eentry_rvalue
                            |{32{csr_num == 14'h30}} & csr_save0_rvalue
                            |{32{csr_num == 14'h31}} & csr_save1_rvalue
                            |{32{csr_num == 14'h32}} & csr_save2_rvalue
                            |{32{csr_num == 14'h33}} & csr_save3_rvalue;
endmodule
--- /design/flow/constraint.sdc ---
current_design CSRfile

set clk_period 7.5
set clk_io_pct 0.2

create_clock -name clk0 -period $clk_period [get_ports {clk}]

set non_clock_inputs [all_inputs -no_clocks]
set_input_delay [expr $clk_period * $clk_io_pct] -clock clk0 $non_clock_inputs
set_output_delay [expr $clk_period * $clk_io_pct] -clock clk0 [all_outputs]
--- /design/flow/config.mk ---
export PLATFORM = sky130hd
export DESIGN_NAME = CSRfile
export DESIGN_NICKNAME = CSRfile
export VERILOG_FILES = /design/flow/design.v
export SDC_FILE = /design/flow/constraint.sdc
export NUM_CORES = 4
export LEC_CHECK = 1
export CORE_UTILIZATION = 50
==> reports/qor.txt <==
status: finished clean
I/O pin total: 204
comb area leader: simple AND/OR/NAND/NOR gates
die height: 165.4 um
Worst Path Required: 6.00 ns
Chip Area: 0.02734 mm^2
Crit. Startpoint: csr_num[9]
Lkg Pwr: 6.249 nW
TritonRoute pass-1 iters: 26
Top cells excl fill/tap: 235 x edfxtp_1, 168 x clkdlybuf4s50_1, 154 x and3_1
final core occ: 0.6176
# diodes: 0
total core area: 0.02613 mm^2
placed insts: 1,608
Commonest flop: edfxtp_1
worst min path class: flop to flop
pwr/cell area: 203.9 mW/mm^2
Least-Margin Pin Slew: 0.8552 ns
routability cong.: 0.9000
clock root buffer: clkbuf_16
Post-synth seq share: 0.6009
P&R area growth vs syn: 20.97%
via count: 9,970
Initial Utilization: 0.5106
clk ins delay skew pair: 0.55 ns
CTS resizes: 0
Placement Setup Slack: 0.9511 ns
DP Wirelength: 20,110 um
TritonCTS Sinks: 283
Total Routing Usage GR: 0.2524
DR vias/cell: 5.999
Top cell excl fill/tap: edfxtp_1
Worst Skew: 0.009765 ns
Worst EP arrival: 5.02 ns
Post-synth EDFFs: 235
CTS tree: yes
area fraction in compound gates: 0.1587
IO buf count: 170
cycle use final: 0.8691
xor+xnor area frac: 0.004595
Peak VDD IR: 0.1759 mV
first-pass GRT wire length: 49,830 um
depth of the most critical reg-to-reg path: 8
vias in the first global route: 9,496
Die W: 165.4 um
warnings from Yosys: 1
clk buf depth: 3
Cell Area, Synth: 0.01334 mm^2
yosys adder share: 0.001875
final hold violation count: 0
Post-Route Setup TNS: 0 ns
remaining global-route overflow: 0
Tmin final: 6.518 ns
non-filler cells, final: 1,662
final setup margin: 0.9815 ns
Mux cell area share: 0.007502
initial antenna violation count: 0
final WL: 31,640 um
ys flops: 283
chip area in the Yosys report: 0.01334 mm^2
Cells after Synth: 1,175
Worst Setup Path Type: input pin to output port
hold_buf cts: 0
Final setup violation count: 0
asr flop ratio synth: 0
Simple-Gate Area Share: 0.1847
Critical Path End Type: output port
Inserted Clock Buffers: 31
post-CTS setup repair buffer count: 0
WHS Path Cells: 2
fin. max-slew vios: 0
distinct lib cells: 72
post-synthesis area per instance: 11.36 um^2
max-cap violations: 0
drt first-iter violations: 858
OpenROAD warning count: 60
Core Rows: 59
Routed WL per cell: 19.04 um
Clock Pin Slew Worst Setup and Hold Paths: 0.05 ns
RSZ-0062 raised after global routing: no
Max Fclk: 0.1534 GHz
FF-to-FF Start: timer_cnt[0]$_SDFFE_PN1P_
CTS H-tree lvls: 1
largest net degree at the start of global routing: 86
ys cells: 1,175
Max FO, Critical Path: 15
DRC: 0
layout cells sized above 1: 0.06255
Worst Setup Start Kind: input pin
relative slew slack: 0.4280
antenna-violating nets left: 0
## stage by stage
stage                     hold WS [ns]  area (um^2)  power, mW
final                           0.5169        16140      3.291
after global routing            0.5495        16140      3.403
after CTS                       0.5175        16140      3.316
after detailed placement        0.5044        15220      1.943
after global placement          0.4920        15220      1.941
after floorplan                 0.4409        13340      1.824
## area by class of cell
type	instances	area, um^2
Timing Repair Buffer	191	1854
Sequential cell	283	8018
Tap cell	335	419.2
Clock inverter	8	37.54
Clock buffer	46	882.1
Inverter	37	138.9
Multi-Input combinational cell	762	4791
Fill cell	2107	9992
## cells by family (layout without fill, tap and decap cells)
family | count (synthesis) | in the layout
fa+ha+maj | 2 | 2
simple gates | 439 | 439
buf+inv | 130 | 282
flops | 283 | 283
compound gates | 304 | 304
mux | 10 | 10
xor+xnor | 7 | 7
## worst max-delay path: stages
cell and delay, ns:
clkdlybuf4s50_1 0.39, or4_1 0.52, or3_1 0.59, or4b_4 0.62, nor2_4 0.33, buf_4 0.33, a22oi_1 0.13, nand3_1 0.13
clkdlybuf4s50_1 0.47
## synth_stat cells, drive strengths merged, types with 3 or more instances
cell | count | area, um^2
a211o | 5 | 43.79
a211oi | 13 | 97.59
a21boi | 3 | 22.52
a21o | 36 | 270.3
a21oi | 26 | 130.1
a222oi | 27 | 270.3
a22oi | 67 | 503.0
and2 | 3 | 18.77
and3 | 154 | 963.4
and4 | 3 | 26.28
buf | 36 | 202.7
clkbuf | 57 | 215.2
dfxtp | 48 | 960.9
edfxtp | 235 | 7057
inv | 37 | 138.9
mux2i | 10 | 100.1
nand2 | 96 | 360.4
nand2b | 4 | 25.02
nand3 | 47 | 235.2
nand4 | 16 | 100.1
nor2 | 41 | 161.4
nor2b | 3 | 18.77
nor3 | 19 | 111.4
nor4 | 20 | 161.4
nor4b | 5 | 71.32
o211ai | 5 | 37.54
o21a | 6 | 45.04
o21ai | 85 | 425.4
o21ba | 4 | 40.04
o31a | 3 | 26.28
o31ai | 6 | 45.04
or3 | 9 | 56.30
or4 | 9 | 67.56
xnor2 | 4 | 35.03
xor2 | 3 | 26.28
## worst paths after layout
check / endpoint / slack [ns]
worst min-delay path: flop / 0.52
worst max-delay path: csr_rvalue[31] / 0.98
worst min register to register: flop / 0.52
worst max register to register: timer_cnt[2]$_SDFFE_PN1P_ / 4.23
## power by group
| group | internal [mW] | total (mW) | switching [mW] | leakage [nW] |
|---|---|---|---|---|
| logic | 0.0827 | 0.171 | 0.0882 | 3.26 |
| clock network | 0.802 | 1.38 | 0.580 | 0.448 |
| registers | 1.73 | 1.74 | 0.00760 | 2.54 |
| total | 2.62 | 3.29 | 0.676 | 6.25 |
## per-layer routing
metal  track usage  up-vias  wire length, um
li1              -     4836                -
met1        0.4369     4809            14810
met2        0.3671      303            14260
met3       0.06494       22             2321
met4       0.02355        0              255
met5             0        -                0
No activity file was given, so power comes from the tool's default toggle rates.
